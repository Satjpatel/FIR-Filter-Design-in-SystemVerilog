## flow/config.mk

```make
export PLATFORM = sky130hd
export DESIGN_NAME = fir_filter
export DESIGN_NICKNAME = fir_filter
export VERILOG_FILES = /design/flow/design.v
export SDC_FILE = /design/flow/constraint.sdc
export NUM_CORES = 4
export LEC_CHECK = 1
export CORE_UTILIZATION = 30
```

## flow/constraint.sdc

```tcl
current_design fir_filter

set clk_period 7.0
set clk_io_pct 0.2

create_clock -name clk0 -period $clk_period [get_ports {clk_i}]

set non_clock_inputs [all_inputs -no_clocks]
set_input_delay [expr $clk_period * $clk_io_pct] -clock clk0 $non_clock_inputs
set_output_delay [expr $clk_period * $clk_io_pct] -clock clk0 [all_outputs]
```

## flow/design.v

```verilog
`timescale 1ns / 1ps
module dflopie #(
    parameter W = 1
) (
    input               clk_i, 
    input               rst_n_i,
    input               en_i,
    input       [W-1:0] data_in, 
    output      [W-1:0] data_out 
);
reg [W-1:0] data_out_reg;
always @(posedge clk_i or negedge rst_n_i) begin
    if(!rst_n_i) begin 
        data_out_reg <= 0;
    end
    else if(en_i) begin 
        data_out_reg <= data_in;
    end
end
assign data_out = data_out_reg;
endmodule
`timescale 1ns / 1ps
module fir_filter #(
    parameter  INPUT_SIGNAL = 8, 
    parameter  CO_EFF_WIDTH = 8,
    parameter  OUTPUT_SIGNAL = 16,
    parameter  TAPS          = 7
) (
    input clk_i,
    input rst_n_i,
    input en_i,
    input signed [INPUT_SIGNAL-1:0] noisy_sig_i,
    output reg signed [OUTPUT_SIGNAL-1:0] filtered_res_o
);
wire signed [CO_EFF_WIDTH-1:0] co_eff [0:TAPS-1];
wire signed [OUTPUT_SIGNAL-1:0] pdt [0:TAPS-1];
wire signed [OUTPUT_SIGNAL-1:0] delay [1:TAPS-1];
wire signed [OUTPUT_SIGNAL-1:0] sum [1:TAPS-1];
assign co_eff[0] = -1;
assign co_eff[1] = 23;
assign co_eff[2] = 33;
assign co_eff[3] = 38;
assign co_eff[4] = 33;
assign co_eff[5] = 23;
assign co_eff[6] = -1;
genvar jj;
generate
    for (jj=0 ; jj<TAPS; jj++) begin 
        assign pdt[jj] = co_eff[jj] * noisy_sig_i;
    end
endgenerate
genvar kk;
generate
    for (kk = 1; kk < TAPS ; kk++) begin 
        assign sum[kk] = delay[kk] + pdt[TAPS-(kk+1)];
    end
endgenerate
genvar ll;
generate
    for (ll = 1; ll < TAPS-1 ; ll++) begin 
        dflopie #(.W(OUTPUT_SIGNAL)) delay_ll 
        (
            .data_in(sum[ll]),
            .data_out(delay[ll+1]),
            .clk_i(clk_i),
            .rst_n_i(rst_n_i),
            .en_i(en_i)
        );
    end
endgenerate
dflopie #(.W(OUTPUT_SIGNAL)) delay_ll_d 
(
    .data_in(pdt[TAPS-1]),
    .data_out(delay[1]),
    .clk_i(clk_i),
    .rst_n_i(rst_n_i),
    .en_i(en_i)        
);
always @ (posedge clk_i or negedge rst_n_i) begin 
    if(!rst_n_i) 
        filtered_res_o <= 'b0;
    else
        filtered_res_o <= sum[6]; 
end
initial begin
    $dumpfile("dump_fir.vcd");
    $dumpvars(0, fir_filter);
  end
endmodule
```

## flow/run.sh

```bash
#!/bin/bash
# OpenROAD 26Q1-2900-gdf79404cd8, Yosys 0.63+post, stock flow scripts
make -C /OpenROAD-flow-scripts/flow DESIGN_CONFIG=/design/flow/config.mk WORK_HOME=/design/flow/orfs finish
```

==> results.yml <==
# generated from flow reports
outcome:
  outcome: "finished clean"
placement:
  hpwl_um: 20180
  dp_slack_ps: 274.6
  io_buffers: 26
  post-place-cells: 1607
  placed_cell_area_um2: 11360
  routabilityCongestion: 0.9437
sta:
  drv_slew: 0
  rsz0062_at_grt: "false"
  layout_min_cycle_time_ps: 6320
  fmax_mhz: 158.2
  finClkSkew_ps: 10.28
  setup_viol: 0
  worstMarginPinSlew_ps: 707.7
  worst_slack_ps: 679.8
  fin_crit_sh: 0.9029
  hold_viol_final: 0
  fin_tns_setup_ps: 0
  slew_headroom: 0.5272
yosys:
  synth_seq_share: 0.2657
  yosys_cells: 1142
  ys_warn_count: 6
  ys_types: 80
  netlist_area_um2: 10550
  async_flop_share: 1.000
  synth.avg_cell_area_um2: 9.237
  synth-seq-cells: 112
  ys.flop_type: "dfrtp_1"
  ys_area_um2: 10550
  syn_inst: 1142
  edf_count: 0
setup_path:
  cp-start-kind: "primary input"
  worstPathRequired_ps: 7260
  crit_fanout: 6
  crit_start: "noisy_sig_i[5]"
  crit_chain: "clkdlybuf4s50_1, inv_1, fa_1, inv_1, ha_1, inv_1, fa_1, inv_1, ha_1, o21ai_0, o211ai_1, and4_4, or3_4, ha_1, o21a_1, a21oi_1, o311ai_4, and4bb_1, a211o_1"
  cp_slowest_cell: "clkdlybuf4s50_1"
  reg2reg_slack_ps: 4360
  reg2reg_depth: 8
  worstReg2RegEnd: "genblk3[3].delay_ll.data_out_reg[13]$_DFFE_PN0P_"
  cpPeakStageDelay_ps: 620
  endpoint_kind: "register"
  criticalPathCategory: "primary input to register"
  worst_ep_arrival_time_ps: 6580
  crit_top_cell: "inv_1"
  r2r_start: "genblk3[2].delay_ll.data_out_reg[1]$_DFFE_PN0P_"
floorplanning:
  core_area_um2: 34540
  die_x_um: 189.5
  io_pins: 27
  fp_util: 0.3054
  std_cell_rows: 68
  chip_area_um2: 35920
  dieHeight_um: 189.5
global_route:
  grt_usage: 0.1527
  antenna_found_initial: 0
  grt_max_degree: 55
  globalRouteOverflowTotal: 0
  grt_pass1_vias: 7972
  grt_pass1_wl_um: 42510
cts:
  cts_hold_buf: 0
  cts_tree: "built"
  root_buffer: "clkbuf_16"
  cts_setup_buffers: 0
  cts_resized: 0
  clk_latency_ps: 360
  cts_inserted_buffers: 9
  clk_pin_slew_worst_paths_ps: 90
  cts_buffer_depth: 2
  cts_sinks: 112
  htreeDepth: 3
power:
  cellLeakagePower_nw: 5.325
  vdd_drop_max_v: 0.0001761
  p_total_w: 0.005310
  power.density_nw_per_um2: 455.3
routing:
  finalWirelength_um: 25670
  post-route-drc-count: 0
  dr.pass1.iters: 5
  diodes: 0
  postRouteAntennaNets: 0
  vias: 8293
  via_per_inst: 5.110
  drtIter0Drc: 490
  wl_per_cell_um: 15.82
min_path:
  hold_start: "genblk3[2].delay_ll.data_out_reg[4]$_DFFE_PN0P_"
  hold_depth: 1
  hold_path.class: "register to register"
  worstHoldEndpoint: "genblk3[2].delay_ll.data_out_reg[4]$_DFFE_PN0P_"
layout:
  lay_top_count: "ha_1"
  largest_reg_flops: 80
  fin_cells: 1623
  syn2layout_area_growth_pct: 10.57
  drive_gt1_frac: 0.07277
  final_cell_mix: "ha_1, dfrtp_1, inv_1"
  final_area_um2: 11660
job:
  maxCapViolations: 0
  tool_warnings: 37
[cells in the mapped netlist (5+ instances only)]
cell type  number  area share
xor2_1         19       0.016
and2_1          5      0.0030
clkbuf_1       27      0.0096
a311oi_1        6      0.0050
nor3_1         23       0.011
nor3b_1         7      0.0050
a21oi_1        87       0.041
nand4_1         7      0.0042
a211o_1         8      0.0066
nand3b_1        7      0.0050
nor2b_1        14      0.0083
nor2_1         52       0.019
a211oi_1       14       0.010
o21bai_1       16       0.011
o211ai_1       13      0.0093
nand2_1        71       0.025
a31oi_1        10      0.0059
o21ai_1        11      0.0052
o31ai_1        19       0.014
dfrtp_1       112        0.27
o311ai_1        7      0.0058
xnor2_1        53       0.044
a2111o_1        6      0.0064
nand2b_1        9      0.0053
inv_1          98       0.035
nand3_1        14      0.0066
o21a_1         31       0.022
or3_1           5      0.0030
mux2_2         40       0.043
ha_1          151        0.18
a221o_1         5      0.0047
a21o_1         38       0.027
fa_1           24       0.046
o21ai_0        45       0.021
and3_1         18       0.011
[critical path, delay by kind of cell]
family / cells / cell delay [ps]
fa+ha+maj: 5 / 2030
buf+inv: 5 / 970
compound gates: 6 / 1350
simple gates: 3 / 840
[routing by layer]
metal  up-vias  GRT usage  wire length, µm
met5         -          0                0
met4         0    0.01799              366
met3        19    0.02763             1175
met2       153     0.2318            11180
met1      3880     0.2362            12950
li1       4241          -                -
[through the flow]
stage               hold slack (ps)    util
floorplan                     457.0       -
global placement              471.6  0.3289
detailed placement            481.6  0.3289
CTS                           500.9  0.3377
global route                  522.8  0.3377
finish                        495.3  0.3377
[final cells by class]
type	instances	area, µm²
clock inverters	6	62.56
flip-flops and latches	112	2803
multi-input cells	900	7254
repair buffers	40	360.3
clock buffers	10	239.0
well taps	455	569.3
fillers	3505	22880
inverters	100	375.4
[how the worst max path moves through the flow]
stage	to	slack, ps	cells after the start
after CTS	genblk3[5].delay_ll.data_out_reg[15]$_DFFE_PN0P_	660	19
final	genblk3[5].delay_ll.data_out_reg[15]$_DFFE_PN0P_	680	19
after global routing	genblk3[5].delay_ll.data_out_reg[15]$_DFFE_PN0P_	340	19
[report_power, final]
group | total, W | switching, W | leakage, nW | internal (W)
registers | 0.00116 | 0.000207 | 1.32 | 0.000950
logic | 0.00361 | 0.00198 | 3.85 | 0.00163
clock network | 0.000541 | 0.000276 | 0.151 | 0.000265
total | 0.00531 | 0.00246 | 5.32 | 0.00285
[kinds of logic (layout without fill, tap and decap cells)]
group / Yosys count / in the layout / share of synthesized area
AND-OR/OR-AND: 367 / 367 / 0.2418
multiplexers: 42 / 42 / 0.04460
XOR/XNOR: 73 / 73 / 0.06191
adder cells (fa/ha/maj): 175 / 175 / 0.2246
buffers and inverters: 130 / 156 / 0.04661
AND/OR/NAND/NOR: 243 / 243 / 0.1147
flip-flops: 112 / 112 / 0.2657
Power figures rest on the tool's default switching activity, not on a simulated workload.
